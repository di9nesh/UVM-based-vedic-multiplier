File: design.v
`timescale 1ns / 1ps
module ved_64x64(clk,a,b,result);
  input clk;
  input [63:0] a,b;
  output reg [127:0] result;
  wire [63:0] temp0,temp1,temp2,temp3;
  wire [65:0] temp4,temp5;
  wire [63:0] temp6;
  ved_32x32 m0(a[31:0],b[31:0],temp0);
  ved_32x32 m1(a[63:32],b[31:0],temp1);
  ved_32x32 m2(a[31:0],b[63:32],temp2);
  ved_32x32 m3(a[63:32],b[63:32],temp3);
  adder_66bit a0({2'b00,temp1},{2'b00,temp2},temp4);
  adder_66bit a1(temp4,{2'b00,32'h00000000,temp0[63:32]},temp5);
  adder_64bit a2(temp3,{2'b00,28'h0000000,temp5[65:32]},temp6);
  always @ (posedge clk)
  begin
  result[31:0] = temp0[31:0];
  result[63:32] = temp5[31:0];
  result[127:64] = temp6;
  end
endmodule
module ved_32x32(a,b,result);
  input [31:0] a,b;
  output [63:0] result;
  wire [63:0] result;
  wire [31:0] temp0,temp1,temp2,temp3;
  wire [33:0] temp4,temp5;
  wire [31:0] temp6;
  ved_16x16 m0(a[15:0],b[15:0],temp0);
  ved_16x16 m1(a[31:16],b[15:0],temp1);
  ved_16x16 m2(a[15:0],b[31:16],temp2);
  ved_16x16 m3(a[31:16],b[31:16],temp3);
  adder_34bit a0({2'b00,temp1},{2'b00,temp2},temp4);
  adder_34bit a1(temp4,{2'b00,16'h0000,temp0[31:16]},temp5);
  adder_32bit a2(temp3,{2'b00,12'h000,temp5[33:16]},temp6);
  assign result[15:0]= temp0[15:0];
  assign result[31:16] = temp5[15:0];
  assign result[63:32] = temp6;
endmodule
module ved_16x16(a,b,result);
  input [15:0] a,b;
  output [31:0] result;
  wire [31:0] result;
  wire [15:0] temp0,temp1,temp2,temp3;
  wire [17:0] temp4,temp5;
  wire [15:0] temp6;
  ved_8x8 m0(a[7:0],b[7:0],temp0);
  ved_8x8 m1(a[15:8],b[7:0],temp1);
  ved_8x8 m2(a[7:0],b[15:8],temp2);
  ved_8x8 m3(a[15:8],b[15:8],temp3);
  adder_18bit a0({2'b00,temp1},{2'b00,temp2},temp4);
  adder_18bit a1(temp4,{10'b0000000000,temp0[15:8]},temp5);
  adder_16bit a2(temp3,{6'b000000,temp5[17:8]},temp6);
  assign result[7:0] = temp0[7:0];
  assign result[15:8] = temp5[7:0];
  assign result[31:16] = temp6;
endmodule
module ved_8x8(a,b,result);
  input [7:0] a,b;
  output [15:0] result;
  wire [15:0] result;
  wire [7:0] temp0,temp1,temp2,temp3;
  wire [9:0] temp4,temp5;
  wire [7:0] temp6;
  ved_4x4 m0(a[3:0],b[3:0],temp0);
  ved_4x4 m1(a[7:4],b[3:0],temp1);
  ved_4x4 m2(a[3:0],b[7:4],temp2);
  ved_4x4 m3(a[7:4],b[7:4],temp3);
  adder_10bit a0({2'b00,temp1},{2'b00,temp2},temp4);
  adder_10bit a1(temp4,{6'b000000,temp0[7:4]},temp5);
  adder_8bit a2(temp3,{2'b00,temp5[9:4]},temp6);
  assign result[3:0] = temp0[3:0];
  assign result[7:4] = temp5[3:0];
  assign result[15:8] = temp6;
endmodule
module ved_4x4(a,b,result);
  input [3:0] a,b;
  output [7:0] result;
  wire [7:0] result;
  wire [3:0] temp0,temp1,temp2,temp3;
  wire [5:0] temp4,temp5;
  wire [3:0] temp6;
  ved_2x2 m0(a[1:0],b[1:0],temp0);
  ved_2x2 m1(a[3:2],b[1:0],temp1);
  ved_2x2 m2(a[1:0],b[3:2],temp2);
  ved_2x2 m3(a[3:2],b[3:2],temp3);
  adder_6bit a0({2'b00,temp1},{2'b00,temp2},temp4);
  adder_6bit a1(temp4,{4'b0000,temp0[3:2]},temp5);
  adder_4bit a2(temp3,temp5[5:2],temp6);
  assign result[1:0] = temp0[1:0];
  assign result[3:2] = temp5[1:0];
  assign result[7:4] = temp6;
endmodule
module ved_2x2(a,b,result);
  input [1:0] a,b;
  output [3:0] result;
  wire [3:0] w;
  assign result[0] = a[0] & b[0];
  assign w[0] = a[1] & b[0];
  assign w[1] = a[0] & b[1];
  assign w[2] = a[1] & b[1];
  half_adder ha0(w[0],w[1],result[1],w[3]);
  half_adder ha1(w[2],w[3],result[2],result[3]);
endmodule
module adder_66bit(a,b,s);
  input [65:0] a,b;
  output [65:0] s;
  wire [65:0] s;
  assign s = a + b;
endmodule
module adder_64bit(a,b,s);
  input [63:0] a,b;
  output [63:0] s;
  wire [63:0] s;
  assign s = a + b;
endmodule
module adder_34bit(a,b,s);
  input [33:0] a,b;
  output [33:0] s;
  wire [33:0] s;
  assign s = a + b;
endmodule
module adder_32bit(a,b,s);
  input [31:0] a,b;
  output [31:0] s;
  wire [31:0] s;
  assign s = a + b;
endmodule
module adder_18bit(a,b,s);
  input [17:0] a,b;
  output [17:0] s;
  wire [17:0] s;
  assign s = a + b;
endmodule
module adder_16bit(a,b,s);
  input [15:0] a,b;
  output [15:0] s;
  wire [15:0] s;
  assign s = a + b;
endmodule
module adder_10bit(a,b,s);
  input [9:0] a,b;
  output [9:0] s;
  wire [9:0] s;
  assign s = a + b;
endmodule
module adder_8bit(a,b,s);
  input [7:0] a,b;
  output [7:0] s;
  wire [7:0] s;
  assign s = a + b;
endmodule 
module adder_6bit(a,b,s);
  input [5:0] a,b;
  output [5:0] s;
  wire [5:0] s;
  assign s = a + b;
endmodule
module adder_4bit(a,b,s);
  input [3:0] a,b;
  output [3:0] s;
  wire [3:0] s;
  assign s = a + b;
endmodule
module half_adder(a,b,s,co);
  input a,b;
  output s,co;
  assign s = a ^ b;
  assign co = a & b;
endmodule
File: run.sh
#!/bin/bash
# OpenROAD 26Q1-2900-gdf79404cd8, Yosys 0.63+post, stock flow scripts
make -C /OpenROAD-flow-scripts/flow DESIGN_CONFIG=/design/flow/config.mk WORK_HOME=/design/flow/orfs finish
File: config.mk
export PLATFORM = sky130hd
export DESIGN_NAME = ved_64x64
export DESIGN_NICKNAME = ved_64x64
export VERILOG_FILES = /design/flow/design.v
export SDC_FILE = /design/flow/constraint.sdc
export NUM_CORES = 4
export LEC_CHECK = 1
export CORE_UTILIZATION = 30
File: constraint.sdc
current_design ved_64x64

set clk_period 46.4
set clk_io_pct 0.2

create_clock -name clk0 -period $clk_period [get_ports {clk}]

set non_clock_inputs [all_inputs -no_clocks]
set_input_delay [expr $clk_period * $clk_io_pct] -clock clk0 $non_clock_inputs
set_output_delay [expr $clk_period * $clk_io_pct] -clock clk0 [all_outputs]
==> results.txt <==
run results: measured slew at the worst slew-check pin=0.9433 ns, most area-hungry cell type in the Yosys netlist=ha_1, max reg flops=about 130, die height=853.3 um, post-route ant nets=0, Final Hold Vio Count=0, Crit path largest cell delay=approximately 0.64 ns, Root Driver=clkbuf_16, synthesized area=217,400 um^2, total of max-cap violations=0, Rel. slew slack=0.3666, Inst Count DP=between 30,000 and 40,000, Worst Path Class, Setup=in -> reg, drt total wl=644,100 um, Ports=257, tool warnings=25, commonest cells in the netlist=ha_1, and2_1, inv_1, FMAX=0.03229 GHz, DRC violations left=0, most frequent cell after synthesis=ha_1, Rows=312, H-Tree Depth=4, Distinct cells, synth=100, Vias=168,800, largest net degree at the start of global routing=61, Setup TNS Final=0 ns, total track usage=0.1817, first-pass GRT wire length=994,100 um, Worst-path clk slew=about 0.05 ns, final setup fails=0, Mapped Avg Cell Area=8.359 um^2, Post-CTS Setup Inserts=0, fraction of layout cells with a size suffix above 1=0.02333, Via density=~4.8, area delta synth->final=6.440%, Routed wire per std cell=roughly 18 um, hold crit path type=in -> reg, CTS tree=done, biggest area cells=ha_1, fa_1, and2_1, 1st-pass router iterations=5, grt total ovfl=0, cells after synthesis=26,010, fin crit share=0.6675, Layout Cells excl Fill=35,360, CTS Buffer Depth=3, antenna violations before repair=roughly 120, ys cells=26,010, post-route cell area=231,400 um^2, YS warnings=1, TritonCTS Buffers=21, Area leader share=0.3550, outcome=finished, final reports clean, DR iter-0 viols=approximately 7,200, YS chip area=217,400 um^2, Post-synth ARST share=0, HPWL Detailed=537,000 um, Placer Congestion=0.9458, fp util=0.3012, Startpoint Class=primary input, CP Data Arrival Time=31.48 ns, data required time of the worst path=roughly 47 ns, die width=853.3 um, vias in the first global route=166,700, Post-synth top flop=dfxtp_1, sequential share of the synthesized area=0.01179, EDFF count, synth=0, Core Region=721,800 um^2, Crit-path slowest cell=nor4_1, Slew Limit Fails=0, clk sinks=128, Critical Path Fanout Max=37, CP endpoint kind=flop, RSZ-0062 raised after global routing=false, post-cts resize count=0, Critical Path Most Common Cell=ha_1, post-layout min period=30.97 ns, Port Buf Inserts=~260, Synth flops=128, Placed Area=around 230,000 um^2, CTS Hold Bufs=0, Die ar.=728,100 um^2
-- cells in the final DEF, fill, tap and decap left out, types with 17 or more instances in the layout --
master / instances
o21ai_1: 18
or2_2: 20
inv_1: 2963
diode_2: 60
nor3_1: 269
o21ai_0: 363
nor2_1: 588
xnor2_1: 2221
a21oi_1: 1860
a31oi_1: 44
nand2_1: 1041
nor4_1: 26
o21a_1: 173
nand3b_1: 76
a21o_1: 1328
nand4_1: 61
fa_1: 1422
nor3b_1: 25
clkdlybuf4s50_1: 128
ha_1: 6169
a211oi_1: 43
and2_1: 3607
nand3_1: 206
clkbuf_16: 21
dfxtp_1: 128
nand2b_1: 71
or3_1: 37
buf_4: 372
a21boi_0: 17
o211ai_1: 31
xor2_1: 1112
buf_2: 110
o41ai_1: 20
o21bai_1: 553
nor2b_1: 242
and3_1: 73
-- cell families after synthesis --
kind of cell	share of synthesized area
buf+inv	0.06748
compound gates	0.1354
fa+ha+maj	0.4860
simple gates	0.1645
xor+xnor	0.1343
flops	0.01179
mux	0.0005180
-- metal layers --
| layer | track usage | up-vias | share of wire |
|---|---|---|---|
| met3 | 0.03145 | 378 | 0.057 |
| li1 | - | 86470 | - |
| met1 | 0.2584 | 79390 | 0.47 |
| met4 | 0.03843 | 12 | 0.026 |
| met5 | 0 | - | 0.00013 |
| met2 | 0.2927 | 2580 | 0.45 |
-- final cells by class --
| cell class | instances | area, um^2 |
|---|---|---|
| sequential | 128 | 2562 |
| multi-input combinational | 21980 | 200200 |
| clock inverter | 8 | 45.04 |
| fill | 74070 | 490400 |
| inverter | 2963 | 11120 |
| clock buffer | 25 | 580.6 |
| antenna | 60 | 150.1 |
| timing repair buffer | 618 | 4785 |
| tap | 9577 | 11980 |
-- stage by stage --
step	util	setup WS, ns	hold slack (ns)
after floorplan	-	18.92	9.538
after global placement	0.3195	14.48	9.722
after detailed placement	0.3195	14.74	9.726
after CTS	0.3204	15.31	9.004
after global routing	0.3205	13.55	9.054
final	0.3206	15.43	9.066
-- worst max-delay path: cells and delay by family --
family,cells,cell delay [ns]
compound gates,37,8.76
xor+xnor,9,1.58
fa+ha+maj,18,6.25
buf+inv,6,0.96
simple gates,17,4.65
-- worst paths after layout --
kind	startpoint	to	slack [ns]	cells past startpoint
worst max-delay path	b[1]	result[125]	15.43	87
worst min-delay path	a[0]	result[0]	9.07	2
